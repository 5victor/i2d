### /design/flow/run.sh
#!/bin/bash
# OpenROAD 26Q1-2900-gdf79404cd8, Yosys 0.63+post, stock flow scripts
make -C /OpenROAD-flow-scripts/flow DESIGN_CONFIG=/design/flow/config.mk WORK_HOME=/design/flow/orfs finish
### /design/flow/config.mk
export PLATFORM = sky130hd
export DESIGN_NAME = core_rf_gpr
export DESIGN_NICKNAME = core_rf_gpr
export VERILOG_FILES = /design/flow/design.v
export SDC_FILE = /design/flow/constraint.sdc
export NUM_CORES = 4
export LEC_CHECK = 1
export CORE_UTILIZATION = 40
### /design/flow/constraint.sdc
current_design core_rf_gpr

set clk_period 5.5
set clk_io_pct 0.2

create_clock -name clk0 -period $clk_period [get_ports {clk}]

set non_clock_inputs [all_inputs -no_clocks]
set_input_delay [expr $clk_period * $clk_io_pct] -clock clk0 $non_clock_inputs
set_output_delay [expr $clk_period * $clk_io_pct] -clock clk0 [all_outputs]
### /design/flow/design.v
typedef logic [31:0] data_t;
typedef logic [31:0] addr_t;
typedef logic [31:0] reg_t;
typedef logic [3:0] reg_addr_t;
typedef enum logic [5:0] {
OPCODE_ADD	= 6'd1,
OPCODE_ADDC	= 6'd2,
OPCODE_SUB	= 6'd3,
OPCODE_SUBC	= 6'd4,
OPCODE_MUL	= 6'd5,
OPCODE_DIV	= 6'd6,
OPCODE_AND	= 6'd7,
OPCODE_OR	= 6'd8,
OPCODE_NOT	= 6'd9,
OPCODE_LSL	= 6'd10,
OPCODE_LSR	= 6'd11,
OPCODE_ASL	= 6'd12,
OPCODE_ASR	= 6'd13,
OPCODE_LD	= 6'd50,
OPCODE_LDB	= 6'd51,
OPCODE_LDW	= 6'd52,
OPCODE_ST	= 6'd60,
OPCODE_STB	= 6'd61,
OPCODE_STW	= 6'd62,
OPCODE_B	= 6'd20,
OPCODE_NOP	= 6'd21,
OPCODE_MOV	= 6'd22,
OPCODE_SWI	= 6'd23,
OPCODE_CALL	= 6'd24,
OPCODE_RET	= 6'd26,
OPCODE_RFE	= 6'd27
} opcode_t;
typedef struct packed {
	opcode_t opcode;
	logic [3:0] regd_cond;
	logic [3:0] rega;
	logic [3:0] regb;
	logic	i;
	logic	s;
	logic	[11:0] imm;
} instr_t;
typedef enum logic [3:0] {
	RF_LR = 4'b1101,
	RF_SP = 4'b1110,
	RF_PC = 4'b1111
} mode_depend_gpr;
typedef enum logic [3:0] {
	SPR_SR = 4'b0001,
	SPR_EPC = 4'b0010,
	SPR_ESR = 4'b0011
} spr_t;
typedef enum logic [3:0] {
OPMUX_A_RA	= 4'd1,
OPMUX_A_PC	= 4'd2,
OPMUX_A_WB	= 4'd3
} opmux_a_t;
typedef enum logic [3:0] {
OPMUX_B_RB	= 4'd1,
OPMUX_B_PC	= 4'd2,
OPMUX_B_IMM	= 4'd3,
OPMUX_B_WB	= 4'd4
} opmux_b_t;
typedef struct packed {
	logic	cf;
	logic	of;
	logic	zf;
} flag_t;
typedef enum logic [2:0] {
MODE_NONE = 3'd0,
MODE_SYS = 3'd1,
MODE_IRQ = 3'd2,
MODE_SWI = 3'd3,
MODE_USER = 3'd4,
MODE_IFERR = 3'd5,
MODE_IDERR = 3'd6,
MODE_MAUERR = 3'd7
} mode_t;
typedef enum logic [2:0] {
VECTOR_RST = 3'd1,
VECTOR_IRQ = 3'd2,
VECTOR_SWI = 3'd3,
VECTOR_IFERR = 3'd4,
VECTOR_IDERR = 3'd5,
VECTOR_MAUERR = 3'd6
} vector_t;
typedef struct packed {
	mode_t	mode;
	logic	i;
	flag_t	flag;
} sr_t;
typedef enum logic [1:0] {
MAUOP_NONE	= 2'd0,
MAUOP_R		= 2'd1,
MAUOP_W		= 2'd2
} mau_op_t;
typedef enum logic [1:0] {
MAUSEL_D	= 2'd0,
MAUSEL_B	= 2'd1,
MAUSEL_W	= 2'd2,
} mau_sel_t;
module core_rf_gpr(
	input clk,
	input reg_addr_t rega_addr, input reg_addr_t regb_addr,
	output data_t rega_data, output data_t regb_data,
	input wb, input reg_addr_t wb_addr, input data_t wb_data
);
reg_t	regmem[15];
always_ff @(posedge clk)
begin
	if (wb)
		regmem[wb_addr] = wb_data;
	rega_data = regmem[rega_addr];
	regb_data = regmem[regb_addr];
end
endmodule
==> node_exporter_impl.prom <==
# HELP chip_impl_metric Implementation results
# TYPE chip_impl_metric gauge
chip_impl_info{name="status",value="finished, final reports clean"} 1
chip_impl_metric{name="synthesis.instances",unit=""} 2356
chip_impl_metric{name="timing.final.hold_violations",unit=""} 0
chip_impl_metric{name="chipHeight",unit="um"} 242
chip_impl_metric{name="path_clk_slew",unit="ns"} 0.06
chip_impl_metric{name="synthDominantCellAreaShare",unit=""} 0.472
chip_impl_metric{name="utilization",unit=""} 0.476
chip_impl_metric{name="skew",unit="ns"} 0.0260
chip_impl_metric{name="grt_start_max_net_pins",unit=""} 35
chip_impl_metric{name="seq_area_frac_synth",unit=""} 0.472
chip_impl_metric{name="synth-area-yosys",unit="um2"} 23100
chip_impl_metric{name="die_area",unit="um2"} 58600
chip_impl_metric{name="grt_overflow_total",unit=""} 0
chip_impl_metric{name="period_minus_slack",unit="ns"} 3.67
chip_impl_metric{name="report.final.setup_viol",unit=""} 0
chip_impl_metric{name="drv_cap",unit=""} 0
chip_impl_metric{name="ys_async_sr_fraction",unit=""} 0
chip_impl_metric{name="setup_total_negative_slack",unit="ns"} 0
chip_impl_metric{name="resized_after_cts",unit=""} 0
chip_impl_metric{name="drt-initial-drc-count",unit=""} 2084
chip_impl_info{name="cts_tree",value="done"} 1
chip_impl_info{name="worst_hold_path_type",value="reg -> reg"} 1
chip_impl_metric{name="cts_hold_buf",unit=""} 0
chip_impl_metric{name="synth-warning-count",unit=""} 2
chip_impl_metric{name="timing.slew.headroom",unit=""} 0.272
chip_impl_metric{name="cell_area_after_technology_mapping",unit="um2"} 23100
chip_impl_info{name="crit_path_cell_trace",value="clkdlybuf4s50_1, nor2_1, nand2_2, buf_4, mux2i_1, o22ai_1, nor4_1, a32oi_1"} 1
chip_impl_metric{name="initial_utilization",unit=""} 0.407
chip_impl_metric{name="yosys_cells",unit=""} 2356
chip_impl_metric{name="min_delay_path_depth",unit=""} 2
chip_impl_metric{name="preCtsSetupSlack",unit="ns"} 1.31
chip_impl_info{name="rsz0062_at_grt",value="no"} 1
chip_impl_metric{name="firstDrtPassIters",unit=""} 9
chip_impl_metric{name="clock_latency",unit="ns"} 0.63
chip_impl_info{name="most_common_cell_in_the_netlist",value="sky130_fd_sc_hd__dfxtp_1"} 1
chip_impl_info{name="timing.setup.critical_path_class",value="in -> reg"} 1
chip_impl_info{name="dominant_synthesized_flop_cell",value="sky130_fd_sc_hd__dfxtp_1"} 1
chip_impl_metric{name="maxSlewViolCount",unit=""} 0
chip_impl_metric{name="port_buffers",unit=""} 109
chip_impl_metric{name="critical-path-max-stage-delay",unit="ns"} 0.71
chip_impl_metric{name="synth_flops",unit=""} 544
chip_impl_metric{name="peakVddDrop",unit="mV"} 0.285
chip_impl_metric{name="routed_wl",unit="um"} 85500
chip_impl_metric{name="max_freq",unit="MHz"} 273
chip_impl_metric{name="initial_antenna_violation_count",unit=""} 1
chip_impl_metric{name="vias_per_std_cell",unit=""} 6.01
chip_impl_metric{name="gp_routability_congestion",unit=""} 0.976
chip_impl_metric{name="critPathMaxFanout",unit=""} 17
chip_impl_metric{name="final.hold.worst_slack",unit="ns"} 0.471
chip_impl_info{name="top_area_cell",value="sky130_fd_sc_hd__dfxtp_1"} 1
chip_impl_metric{name="vias",unit=""} 19400
chip_impl_metric{name="pwr_density_cell",unit="nW/um2"} 414
chip_impl_metric{name="required",unit="ns"} 5.98
chip_impl_metric{name="h_tree_depth",unit=""} 2
chip_impl_info{name="worst_setup_path_end_kind",value="flop"} 1
chip_impl_metric{name="first_global_vias",unit=""} 18800
chip_impl_info{name="cts-root-buf",value="sky130_fd_sc_hd__clkbuf_16"} 1
chip_impl_metric{name="post_route_cells_drive_above_1_share",unit=""} 0.127
chip_impl_metric{name="yosys.cell_types.count",unit=""} 46
chip_impl_metric{name="groute.usage.overall",unit=""} 0.297
chip_impl_metric{name="finalClockPeriodUsage",unit=""} 0.667
chip_impl_metric{name="leakage_power_of_the_design",unit="nW"} 12.8
chip_impl_metric{name="critical_path_data_arrival_time",unit="ns"} 4.15
chip_impl_metric{name="core_area",unit="um2"} 56700
chip_impl_metric{name="cts-root-to-sink-buffers",unit=""} 3
chip_impl_metric{name="rows",unit=""} 87
chip_impl_metric{name="clock-sinks",unit=""} 544
chip_impl_metric{name="count_of_library_flops_with_an_enable_pin",unit=""} 0
chip_impl_metric{name="synthToLayoutAreaGrowth",unit="%"} 17.1
chip_impl_metric{name="log.warning_count",unit=""} 25
chip_impl_metric{name="cts_setup_buffers",unit=""} 0
chip_impl_metric{name="drt-wirelength-per-cell",unit="um"} 26.5
chip_impl_metric{name="depth_of_the_worst_register_to_register_path",unit=""} 4
chip_impl_info{name="worst_setup_path_start_kind",value="input port"} 1
chip_impl_metric{name="ioPinCount",unit=""} 110
chip_impl_info{name="synth.top_cells.by_count",value="sky130_fd_sc_hd__dfxtp_1, sky130_fd_sc_hd__inv_1, sky130_fd_sc_hd__mux2i_1, sky130_fd_sc_hd__o22ai_1, sky130_fd_sc_hd__clkbuf_1"} 1
chip_impl_info{name="top_cells_by_area",value="sky130_fd_sc_hd__dfxtp_1, sky130_fd_sc_hd__mux2i_1, sky130_fd_sc_hd__o22ai_1"} 1
chip_impl_info{name="critPathSlowestCell",value="sky130_fd_sc_hd__clkdlybuf4s50_1"} 1
chip_impl_metric{name="wire_length_of_the_first_global_routing_pass",unit="um"} 124000
chip_impl_metric{name="setup_slack",unit="ns"} 1.83
chip_impl_metric{name="detail_route.drc_violations",unit=""} 0
chip_impl_metric{name="die-width",unit="um"} 242
chip_impl_metric{name="average_size_of_a_mapped_cell",unit="um2"} 9.79
chip_impl_metric{name="max_slew.worst_pin.slew",unit="ns"} 1.08
chip_impl_metric{name="detailed_place_hpwl",unit="um"} 52800
chip_impl_metric{name="total_cts_buffers",unit=""} 57
chip_impl_metric{name="drt.antenna.violating_nets",unit=""} 0
[per-stage QoR]
stage                     instance area, um2  instances  total power (W)
after floorplan                        23100       2356          0.00657
after global placement                 25100       3122          0.00732
after detailed placement               25100       3122          0.00737
after CTS                              27000       3226           0.0112
after global routing                   27000       3226           0.0117
final                                  27000       3228           0.0112
[registers in the layout, summed over array words and instances (netlist names)]
register	flops
rega_data	32
regb_data	32
regmem	480
[kinds of logic after synthesis]
logic type	Yosys count	synth area share
flip-flops	544	0.472
AND-OR/OR-AND	521	0.159
buffers and inverters	557	0.0960
multiplexers	479	0.216
AND/OR/NAND/NOR	255	0.0562
[worst max-delay path: cells and delay by family]
family	cells	cell delay, ns
AND/OR/NAND/NOR	3	1.29
buffers and inverters	2	1.07
AND-OR/OR-AND	2	0.34
multiplexers	1	0.33
[placed cells by master, fill, tap and decap left out, types with 11 or more instances in the layout]
cell type	netlist	routed
sky130_fd_sc_hd__a211oi_1	22	22
sky130_fd_sc_hd__a221oi_1	75	75
sky130_fd_sc_hd__a22o_1	16	16
sky130_fd_sc_hd__a31oi_1	12	12
sky130_fd_sc_hd__a32oi_1	42	42
sky130_fd_sc_hd__buf_4	2	73
sky130_fd_sc_hd__clkbuf_1	122	11
sky130_fd_sc_hd__clkbuf_16	0	57
sky130_fd_sc_hd__clkbuf_8	0	15
sky130_fd_sc_hd__clkdlybuf4s50_1	0	109
sky130_fd_sc_hd__clkinv_2	0	11
sky130_fd_sc_hd__dfxtp_1	544	544
sky130_fd_sc_hd__inv_1	378	378
sky130_fd_sc_hd__mux2_2	102	102
sky130_fd_sc_hd__mux2i_1	372	372
sky130_fd_sc_hd__nand2_1	31	27
sky130_fd_sc_hd__nor2_1	94	87
sky130_fd_sc_hd__nor2b_1	12	11
sky130_fd_sc_hd__nor4_1	69	69
sky130_fd_sc_hd__o21ai_0	42	41
sky130_fd_sc_hd__o22ai_1	259	259
sky130_fd_sc_hd__o2bb2ai_1	28	28
[layout make-up]
class | count | area (um2)
inverters | 378 | 1420
fillers | 5038 | 29700
clock buffers | 83 | 1670
flip-flops and latches | 544 | 10900
clock inverters | 21 | 195
diodes | 2 | 5.00
multi-input cells | 1255 | 10100
well taps | 756 | 946
repair buffers | 189 | 1780
[worst paths after layout]
check / slack (ns) / startpoint / endpoint
worst max-delay path: 1.83 / wb_addr[3] / regb_data[14]$_DFF_P_
worst min register to register: 0.47 / regmem[2][28]$_DFF_P_ / regmem[2][28]$_DFF_P_
worst max register to register: 3.94 / regmem[10][21]$_DFF_P_ / regb_data[21]$_DFF_P_
worst min-delay path: 0.47 / regmem[2][28]$_DFF_P_ / regmem[2][28]$_DFF_P_
[metal layers]
layer / track usage / vias up / share of wire
li1: - / 8586 / -
met1: 0.420 / 9122 / 0.41
met2: 0.416 / 1380 / 0.41
met3: 0.121 / 307 / 0.13
met4: 0.105 / 2 / 0.044
met5: 0.0123 / - / 0.00076
[power breakdown]
part	switching [W]	internal, W	leakage [nW]
Sequential	0.000249	0.00491	4.57
Clock	0.00163	0.00220	0.918
Combinational	0.00128	0.000912	7.31
Total	0.00315	0.00802	12.8
Power figures rest on the tool's default switching activity, not on a simulated workload.
