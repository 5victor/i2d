### ./run.sh
#!/bin/bash
# OpenROAD 26Q1-2900-gdf79404cd8, Yosys 0.63+post, stock flow scripts
make -C /OpenROAD-flow-scripts/flow DESIGN_CONFIG=/design/flow/config.mk WORK_HOME=/design/flow/orfs finish
### ./config.mk
export PLATFORM = sky130hd
export DESIGN_NAME = core_id
export DESIGN_NICKNAME = core_id
export VERILOG_FILES = /design/flow/design.v
export SDC_FILE = /design/flow/constraint.sdc
export NUM_CORES = 4
export LEC_CHECK = 1
export CORE_UTILIZATION = 30
### ./constraint.sdc
current_design core_id

set clk_period 2.0
set clk_io_pct 0.2

create_clock -name clk0 -period $clk_period [get_ports {clk}]

set non_clock_inputs [all_inputs -no_clocks]
set_input_delay [expr $clk_period * $clk_io_pct] -clock clk0 $non_clock_inputs
set_output_delay [expr $clk_period * $clk_io_pct] -clock clk0 [all_outputs]
### ./design.v
typedef logic [31:0] data_t;
typedef logic [31:0] addr_t;
typedef logic [31:0] reg_t;
typedef logic [3:0] reg_addr_t;
typedef enum logic [5:0] {
OPCODE_ADD	= 6'd1,
OPCODE_ADDC	= 6'd2,
OPCODE_SUB	= 6'd3,
OPCODE_SUBC	= 6'd4,
OPCODE_MUL	= 6'd5,
OPCODE_DIV	= 6'd6,
OPCODE_AND	= 6'd7,
OPCODE_OR	= 6'd8,
OPCODE_NOT	= 6'd9,
OPCODE_LSL	= 6'd10,
OPCODE_LSR	= 6'd11,
OPCODE_ASL	= 6'd12,
OPCODE_ASR	= 6'd13,
OPCODE_LD	= 6'd50,
OPCODE_LDB	= 6'd51,
OPCODE_LDW	= 6'd52,
OPCODE_ST	= 6'd60,
OPCODE_STB	= 6'd61,
OPCODE_STW	= 6'd62,
OPCODE_B	= 6'd20,
OPCODE_NOP	= 6'd21,
OPCODE_MOV	= 6'd22,
OPCODE_SWI	= 6'd23,
OPCODE_CALL	= 6'd24,
OPCODE_RET	= 6'd26,
OPCODE_RFE	= 6'd27
} opcode_t;
typedef struct packed {
	opcode_t opcode;
	logic [3:0] regd_cond;
	logic [3:0] rega;
	logic [3:0] regb;
	logic	i;
	logic	s;
	logic	[11:0] imm;
} instr_t;
typedef enum logic [3:0] {
	RF_LR = 4'b1101,
	RF_SP = 4'b1110,
	RF_PC = 4'b1111
} mode_depend_gpr;
typedef enum logic [3:0] {
	SPR_SR = 4'b0001,
	SPR_EPC = 4'b0010,
	SPR_ESR = 4'b0011
} spr_t;
typedef enum logic [3:0] {
OPMUX_A_RA	= 4'd1,
OPMUX_A_PC	= 4'd2,
OPMUX_A_WB	= 4'd3
} opmux_a_t;
typedef enum logic [3:0] {
OPMUX_B_RB	= 4'd1,
OPMUX_B_PC	= 4'd2,
OPMUX_B_IMM	= 4'd3,
OPMUX_B_WB	= 4'd4
} opmux_b_t;
typedef struct packed {
	logic	cf;
	logic	of;
	logic	zf;
} flag_t;
typedef enum logic [2:0] {
MODE_NONE = 3'd0,
MODE_SYS = 3'd1,
MODE_IRQ = 3'd2,
MODE_SWI = 3'd3,
MODE_USER = 3'd4,
MODE_IFERR = 3'd5,
MODE_IDERR = 3'd6,
MODE_MAUERR = 3'd7
} mode_t;
typedef enum logic [2:0] {
VECTOR_RST = 3'd1,
VECTOR_IRQ = 3'd2,
VECTOR_SWI = 3'd3,
VECTOR_IFERR = 3'd4,
VECTOR_IDERR = 3'd5,
VECTOR_MAUERR = 3'd6
} vector_t;
typedef struct packed {
	mode_t	mode;
	logic	i;
	flag_t	flag;
} sr_t;
typedef enum logic [1:0] {
MAUOP_NONE	= 2'd0,
MAUOP_R		= 2'd1,
MAUOP_W		= 2'd2
} mau_op_t;
typedef enum logic [1:0] {
MAUSEL_D	= 2'd0,
MAUSEL_B	= 2'd1,
MAUSEL_W	= 2'd2,
} mau_sel_t;
module core_id(
	input clk, rst,
	input addr_t if_pc, input instr_t if_instr, input id_halt, id_flush,
	input reg_addr_t wb_addr, input flag_t flag,
	output reg_addr_t rega_addr, output reg_addr_t regb_addr,
	output logic swi, output data_t imm, output opmux_a_t opmux_a,
	output opmux_b_t opmux_b, output addr_t id_pc,
	output instr_t id_instr, output logic branch_imm,
	output logic branch_abs, rfe, output reg_addr_t spr_addr,
	output logic wb_spr, id_err, branch
);
logic	opcode_err;
assign rega_addr = if_instr.rega;
assign regb_addr = if_instr.regb;
always_ff @(posedge clk, negedge rst)
begin
	if (!rst) begin
		id_pc <= 0;
		id_instr <= {OPCODE_NOP,26'(0)};
	end
	else if (id_flush)
		id_instr <= {OPCODE_NOP,26'(1)};  
	else if (id_halt) begin
		id_pc <= id_pc;
		id_instr <= id_instr;
	end
	else begin
		id_pc <= if_pc;
		id_instr <= if_instr;
	end
end
always_ff @(posedge clk)
begin
	if(id_instr.i) begin
		if (id_instr.s)
			imm[31:11] = {21{id_instr[10]}};
		else
			imm[31:11] = '0;
		imm[10:0] = id_instr[10:0];
		end
	else
		imm = '0;
end
logic	op_rega_wb;
logic	op_regb_wb;
logic	op_rega_pc;
logic	op_regb_pc;
always_comb
begin
	op_rega_wb = rega_addr == wb_addr;
	op_regb_wb = regb_addr == wb_addr;
	op_rega_pc = rega_addr == RF_PC;
	op_regb_pc = rega_addr == RF_PC;
	unique case({op_rega_wb,op_rega_pc})
		2'b00: opmux_a = OPMUX_A_RA;
		2'b01: opmux_a = OPMUX_A_PC;
		2'b10: opmux_a = OPMUX_A_WB;
	endcase
	unique case({id_instr.i,op_regb_wb,op_regb_pc})
		3'b000: opmux_b = OPMUX_B_RB;
		3'b001: opmux_b = OPMUX_B_PC;
		3'b010: opmux_b = OPMUX_B_WB;
		3'b100: opmux_b = OPMUX_B_IMM;
	endcase
end
always_ff @(posedge clk, negedge rst)
begin
	if (!rst)
		swi = 0;
	else if (id_instr.opcode == OPCODE_SWI)
		swi = 1;
	else
		swi = 0;
end
always_comb
begin
	case(id_instr.opcode)
		OPCODE_B: begin
			if (id_instr.regd_cond[2:0] == flag)
				branch = id_halt ? 0 : 1;
			else
				branch = 0;
		end
		OPCODE_CALL: branch = id_halt ? 0 : 1;
		OPCODE_RET: branch = id_halt ? 0 : 1;
		default : branch = 0;
	endcase
	branch_imm = id_instr.i;
	branch_abs = id_instr.regb[0];
end
always_comb
begin
	if (id_instr.opcode == OPCODE_RFE)
		rfe = id_halt ? 0 : 1;
	else
		rfe = 0;
end
always_comb
begin
	if (id_instr.opcode == OPCODE_MOV) begin
		if (id_instr.regb[1])
			wb_spr = id_halt ? 0 : 1;
		else
			wb_spr = 0;
	end
	else
		wb_spr = 0;
	spr_addr = id_instr.regd_cond;
end
always_comb
begin
	id_err = 0;
end
endmodule
==> summary.txt <==
run metrics: status finished, violations left, failing checks negative setup slack, DR pass1 iterations 4, unrepaired setup endpoints after global routing yes, Maximum Capacitance Violations 0, cell count after synthesis 271, VDD IR max 0.443 mV, CTS HTree Levels 3, Power Dens Cells 726 mW/mm², Vias 2566, Top logic family multiplexers, # clock sinks 77, Lkg Pwr 2.45 nW, IO Pins 198, DIE HEIGHT 108 µm, Crit. End Element output port, path type of the worst min-delay path in -> async, Remaining DRCs 0, Area Overhead vs Synth 67.5%, Die Area 0.0118 mm², Fmax 458 MHz, clock root cell clkbuf_16, Finish-stage setup viols 1, antenna-violating nets left 0, vias in the first global route 2578, Antenna Diode Count 0, hpwl dp 6190 µm, Area contributors post-synth dfrtp_1 (46%), mux2_2 (9.9%), buf_4 (9.3%), mux2i_1 (8.5%), dfxtp_1 (7.1%), yosys xor share 0.0309, DR iter-0 viols 60, routed vias/inst 4.28, Adders+Majority by Area 0.00368, TritonCTS clock tree done, setup ws final -182 ps, first-pass GRT wire length 13100 µm, Clock Path Buffers 2, global route overflow 0, post-synthesis cell count from yosys 271, crit path DAT 1780 ps, ys flops 77, RePlAce Congestion 0.799, Final Hold Fails 0, Post-synth seq share 0.550, CORE AREA 0.0109 mm², pin count of the biggest net entering global routing 38, Period Utilization, post-route 1.09, Max-area cell share 0.456, Clock Latency Late Sink 320 ps, share of layout cells above drive strength 1 0.224, post-layout util 0.521, worst setup path category reg -> out, post-layout min period 2180 ps, yosys synthesis warning count 1, Mapped Area 0.00340 mm², Max Transition Viols Final 0, GR Util All Layers 0.147, synth unique cells 30, Fin Clk Skew 5.00 ps, area fraction in compound gates 0.0147, CP required 1600 ps, WL final 8320 µm, startpoint types register, Log Warnings 27, Site Rows 38, synthesized area per cell 12.5 µm², Mux area share 0.191, cts bufs inserted 9, die x size 108 µm, YS chip area 0.00340 mm², AND/OR/NAND/NOR Cells, Area Fraction 0.0961, cell type with the largest total area dfrtp_1, Total Power 0.00413 W, Worst Path Max Fanout 2, fp util 0.311, Port Buffers 193, antenna violations before repair 0, Worst-path clk slew 60 ps, Routed WL per cell 13.9 µm
## critical path, stage by stage (launching register included)
cell and delay, ps:
dfstp_2 530, nor3b_4 180, nand4_1 230, a2111oi_4 370, buf_2 150
## state kept, by name (all words and copies together) (netlist names)
| register | flops |
|---|---|
| id_instr | 32 |
| imm | 12 |
| swi | 1 |
| id_pc | 32 |
## cell type report
| type | instances | area [µm²] |
|---|---|---|
| Tap cell | 140 | 175 |
| Multi-Input combinational cell | 144 | 1250 |
| Sequential cell | 77 | 1870 |
| Inverter | 2 | 7.51 |
| Fill cell | 950 | 5240 |
| Clock buffer | 10 | 229 |
| Clock inverter | 6 | 65.1 |
| Timing Repair Buffer | 220 | 2090 |
## cells in the final DEF (no fill, tap or decap), drive strengths merged, types with 3 or more instances in the layout
cell,n
a211o,4
and2,12
buf,40
clkbuf,11
clkdlybuf4s50,173
clkinvlp,4
conb,4
dfrtp,62
dfstp,3
dfxtp,12
dlygate4sd2,3
mux2,32
mux2i,29
nor2,31
nor2b,5
xnor2,8
xor2,4
## synth_stat cells
| cell | instances |
|---|---|
| nor2b_1 | 5 |
| mux2_2 | 30 |
| a2111oi_2 | 1 |
| nor2_1 | 30 |
| conb_1 | 1 |
| nor4_1 | 1 |
| and4_1 | 1 |
| dfstp_2 | 3 |
| nand4_1 | 2 |
| clkbuf_1 | 5 |
| xnor2_1 | 8 |
| nand2b_1 | 2 |
| dfxtp_1 | 12 |
| xor2_1 | 4 |
| buf_6 | 3 |
| mux2i_1 | 29 |
| and3_1 | 1 |
| and2_1 | 12 |
| nand4b_1 | 2 |
| nor2_4 | 1 |
| inv_1 | 2 |
| a211o_1 | 4 |
| mux2_1 | 2 |
| buf_2 | 1 |
| nor4_2 | 1 |
| ha_1 | 1 |
| nor3_1 | 1 |
| buf_4 | 42 |
| nor3b_1 | 2 |
| dfrtp_1 | 62 |
## cells by family (layout without fill, tap and decap cells)
group                      count (synthesis)  in the layout
DFF                                       77             77
muxes                                     61             61
and+or+nand+nor                           61             61
buffers and inverters                     53            238
xor gates and xnor gates                  12             12
AOI/OAI and AO/OA                          5              5
adders and majority gates                  1              1
other                                      1              4
## through the flow
step | cells | setup slack, ps | area (µm²) | TNS (ps) | hold slack, ps
after CTS | 599 | -235 | 5690 | -235 | 384
after global placement | 580 | -664 | 5330 | -2510 | 194
final | 599 | -182 | 5690 | -182 | 393
after floorplan | 274 | 489 | 3410 | 0 | 104
after global routing | 599 | -294 | 5690 | -294 | 400
after detailed placement | 580 | -641 | 5330 | -2560 | 191
## metal layers
layer,track usage,up-vias,part of all wire
li1,-,1232,-
met1,0.208,1206,0.41
met2,0.233,122,0.49
met3,0.0448,6,0.089
met4,0.0261,0,0.011
met5,0,-,0
## repair_timing
| action | in CTS | in global routing |
|---|---|---|
| endpoints found under the setup margin | 29 | 4 |
| hold endpoints to repair | 1 | 0 |
| setup buffers | 3 | 0 |
| pin swaps | 14 | 3 |
| gates resized | 74 | 3 |
| hold buffers | 1 | 0 |
## power by group
part           leakage [nW]  switching [W]  internal (W)
Combinational          1.41       0.000211      0.000559
Clock                 0.131       0.000624      0.000964
Sequential            0.900      0.0000754       0.00170
## worst paths after layout
path / startpoint / end / slack (ps) / depth (start not counted)
worst max-delay path: id_instr[28] / branch / -180 / 4
worst min-delay path: rst / id_instr[8] / 390 / 2
worst max register to register: id_instr[30] / swi / 1040 / 2
worst min register to register: id_pc[6] / id_pc[6] / 490 / 1
max in group asynchronous: rst / id_pc[1] / 970 / 3
min in group clk0: if_instr[14] / id_instr[14] / 450 / 4
Power figures rest on the tool's default switching activity, not on a simulated workload.
