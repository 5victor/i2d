**design.v**
```verilog
typedef logic [31:0] data_t;
typedef logic [31:0] addr_t;
typedef logic [31:0] reg_t;
typedef logic [3:0] reg_addr_t;
typedef enum logic [5:0] {
OPCODE_ADD	= 6'd1,
OPCODE_ADDC	= 6'd2,
OPCODE_SUB	= 6'd3,
OPCODE_SUBC	= 6'd4,
OPCODE_MUL	= 6'd5,
OPCODE_DIV	= 6'd6,
OPCODE_AND	= 6'd7,
OPCODE_OR	= 6'd8,
OPCODE_NOT	= 6'd9,
OPCODE_LSL	= 6'd10,
OPCODE_LSR	= 6'd11,
OPCODE_ASL	= 6'd12,
OPCODE_ASR	= 6'd13,
OPCODE_LD	= 6'd50,
OPCODE_LDB	= 6'd51,
OPCODE_LDW	= 6'd52,
OPCODE_ST	= 6'd60,
OPCODE_STB	= 6'd61,
OPCODE_STW	= 6'd62,
OPCODE_B	= 6'd20,
OPCODE_NOP	= 6'd21,
OPCODE_MOV	= 6'd22,
OPCODE_SWI	= 6'd23,
OPCODE_CALL	= 6'd24,
OPCODE_RET	= 6'd26,
OPCODE_RFE	= 6'd27
} opcode_t;
typedef struct packed {
	opcode_t opcode;
	logic [3:0] regd_cond;
	logic [3:0] rega;
	logic [3:0] regb;
	logic	i;
	logic	s;
	logic	[11:0] imm;
} instr_t;
typedef enum logic [3:0] {
	RF_LR = 4'b1101,
	RF_SP = 4'b1110,
	RF_PC = 4'b1111
} mode_depend_gpr;
typedef enum logic [3:0] {
	SPR_SR = 4'b0001,
	SPR_EPC = 4'b0010,
	SPR_ESR = 4'b0011
} spr_t;
typedef enum logic [3:0] {
OPMUX_A_RA	= 4'd1,
OPMUX_A_PC	= 4'd2,
OPMUX_A_WB	= 4'd3
} opmux_a_t;
typedef enum logic [3:0] {
OPMUX_B_RB	= 4'd1,
OPMUX_B_PC	= 4'd2,
OPMUX_B_IMM	= 4'd3,
OPMUX_B_WB	= 4'd4
} opmux_b_t;
typedef struct packed {
	logic	cf;
	logic	of;
	logic	zf;
} flag_t;
typedef enum logic [2:0] {
MODE_NONE = 3'd0,
MODE_SYS = 3'd1,
MODE_IRQ = 3'd2,
MODE_SWI = 3'd3,
MODE_USER = 3'd4,
MODE_IFERR = 3'd5,
MODE_IDERR = 3'd6,
MODE_MAUERR = 3'd7
} mode_t;
typedef enum logic [2:0] {
VECTOR_RST = 3'd1,
VECTOR_IRQ = 3'd2,
VECTOR_SWI = 3'd3,
VECTOR_IFERR = 3'd4,
VECTOR_IDERR = 3'd5,
VECTOR_MAUERR = 3'd6
} vector_t;
typedef struct packed {
	mode_t	mode;
	logic	i;
	flag_t	flag;
} sr_t;
typedef enum logic [1:0] {
MAUOP_NONE	= 2'd0,
MAUOP_R		= 2'd1,
MAUOP_W		= 2'd2
} mau_op_t;
typedef enum logic [1:0] {
MAUSEL_D	= 2'd0,
MAUSEL_B	= 2'd1,
MAUSEL_W	= 2'd2,
} mau_sel_t;
module core_ex(
	input clk, rst,
	input instr_t id_instr, input addr_t id_pc, input ex_halt, ex_flush,
	output reg_addr_t wb_addr, output logic wb, output data_t wb_data,
	output instr_t ex_instr, output addr_t ex_pc,
	input data_t mau_data, input data_t alu_result,
	input data_t rega_data,
	input sr_t sr, input sr_t esr, input reg_t epc
);
always_ff @(posedge clk, negedge rst)
begin
	if (!rst) begin
		ex_instr <= 'b0;
		ex_pc <= 0;
	end
	else if (ex_flush) begin
		ex_instr <= {OPCODE_NOP,26'(1)};  
	end
	else if (ex_halt) begin
		ex_instr <= ex_instr;
		ex_pc <= ex_pc;
	end
	else begin
		ex_instr <= id_instr;
		ex_pc <= id_pc;
	end
end
always_comb
begin
	wb_addr = ex_instr.regd_cond;
	wb_data = 0;
	unique case(ex_instr.opcode)
		OPCODE_ADD,
		OPCODE_ADDC,
		OPCODE_SUB,
		OPCODE_SUBC,
		OPCODE_MUL,
		OPCODE_DIV,
		OPCODE_AND,
		OPCODE_OR,
		OPCODE_NOT,
		OPCODE_LSL,
		OPCODE_LSR,
		OPCODE_ASL,
		OPCODE_ASR: begin
			wb = ex_halt ? 0 : 1;
			wb_data = alu_result;
		end
		OPCODE_LD: begin
			wb = ex_halt ? 0 : 1;
			wb_data = mau_data;
		end
		OPCODE_MOV: begin
			if (ex_instr.regb[1])
				wb = 0;
			else
				wb = ex_halt ? 0 : 1;
			if (ex_instr.regb[0]) begin
				if (ex_instr.rega == SPR_SR)
					wb_data = sr;
				else if (ex_instr.rega == SPR_EPC)
					wb_data = epc;
				else if (ex_instr.rega == SPR_ESR)
					wb_data = esr;
				else
					wb_data = 0;	
			end
			else
				wb_data = rega_data;
		end
		OPCODE_CALL: begin
			wb = ex_halt ? 0 : 1;
			wb_data = ex_pc + 4;
		end
		default: wb = 0;
	endcase
end
endmodule
```
**run.sh**
```bash
#!/bin/bash
# OpenROAD 26Q1-2900-gdf79404cd8, Yosys 0.63+post, stock flow scripts
make -C /OpenROAD-flow-scripts/flow DESIGN_CONFIG=/design/flow/config.mk WORK_HOME=/design/flow/orfs finish
```
**config.mk**
```make
export PLATFORM = sky130hd
export DESIGN_NAME = core_ex
export DESIGN_NICKNAME = core_ex
export VERILOG_FILES = /design/flow/design.v
export SDC_FILE = /design/flow/constraint.sdc
export NUM_CORES = 4
export LEC_CHECK = 1
export CORE_AREA = 10 10 160 160
export DIE_AREA = 0 0 170 170
```
**constraint.sdc**
```tcl
current_design core_ex

set clk_period 4.9
set clk_io_pct 0.2

create_clock -name clk0 -period $clk_period [get_ports {clk}]

set non_clock_inputs [all_inputs -no_clocks]
set_input_delay [expr $clk_period * $clk_io_pct] -clock clk0 $non_clock_inputs
set_output_delay [expr $clk_period * $clk_io_pct] -clock clk0 [all_outputs]
```
==> qor.csv <==
metric,value,unit
Die Ht,170,um
Worst Skew,0,ns
Ant. Diodes,0,
CTS tree,yes,
Synth-to-Final Area Change,86.0,%
Final Total Pwr,1.85,mW
synthesized flop and latch total,64,
DR pass1 iterations,6,
drt wl/cell,22.9,um
Log Warnings,25,
fin crit share,0.832,
startpoint types,flop,
gate count after technology mapping,415,
vias in the first global route,4852,
CTS Sinks,64,
Area after DPL,7620,um2
Worst EP required,3.92,ns
"Avg Cell Area, Syn",10.3,um2
"Seq share, synth",0.376,
Total GRT Usage,0.149,
Final HPWL DP,18.5,mm
post-layout min period,4.07,ns
clock latency (worst-skew pair),0.34,ns
final worst slack,0.825,ns
Top cells excl fill/tap,"clkdlybuf4s50_1 (308), dfrtp_1 (64), a22oi_1 (47)",
VDD IR-drop max,159,uV
Post-synth ARST share,1.00,
met2 Track Usage GR,0.247,
DR vias,4707,
Non-Filler Instances,995,
placed insts,979,
cts repair resizes,0,
PD cells,234,nW/um2
total negative slack,0,ns
Worst Min Path Start,ex_instr[0],
WP data arrival,3.09,ns
final hold vios,0,
Max Freq,245,MHz
# setup viols final,0,
CTS buffer count,9,
final wirelength,22.8,mm
H-tree Lvls,3,
Post-Syn Area,4260,um2
IO Pins,311,
slew margin rel.,0.479,
pre-CTS setup slack,1.09,ns
yosys stat chip area,4260,um2
critical path class,reg -> out,
leakage,3.01,nW
Die Size,28900,um2
Max Slew Vio Count,0,
Tightest Pin Transition,0.781,ns
busiest layer in global routing,met2,
Vias per Instance,4.73,
Synth warnings,1,
gr ovfl total,0,
Final Wtd Congestion,0.905,
Critical R2R Launch,ex_instr[18],
Worst setup EP type,output port,
flip-flops with a built-in enable,0,
Worst Setup SP,ex_instr[21],
r2r setup slk,3.97,ns
clk slew on worst S/H paths,0.06,ns
Buffers on Ports,310,
Crit Path Max Fanout,14,
CTS Root Cell,clkbuf_16,
Row Count,54,
share of cells above drive strength 1,0.115,
"Primary FF master, synth",dfrtp_1,
max-cap viol count,0,
Post-CTS Setup Bufs,0,
initial antenna violation count,0,
status,"complete, no violations",
largest net degree at the start of global routing,39,
met3 Track Usage GR,0.0341,
fp_density,0.194,
hold-fix buffer count after cts,0,
unrepaired setup endpoints after global routing,false,
Max Root-Sink Buffers,2,
Hold WC Path Type,reg -> reg,
DRC violations left,0,
first-pass GRT wire length,32.1,mm
ys cells,415,
"antenna viol nets, final",0,
die width,170,um
placeable core area,22000,um2
Iter 0 DRT Violations,303,
cell area after layout,7910,um2
Cell Type Count,43,
Commonest Layout Cell,clkdlybuf4s50_1,
GRT met1 Usage,0.198,
-- cell type report --
| class | instances | area [um2] |
|---|---|---|
| Clock buffer | 10 | 239 |
| Multi-Input combinational cell | 311 | 2480 |
| Inverter | 3 | 11.3 |
| Tap cell | 280 | 350 |
| Timing Repair Buffer | 321 | 3180 |
| Clock inverter | 6 | 50.0 |
| Sequential cell | 64 | 1600 |
| Fill cell | 2242 | 14000 |
-- critical path, cell delays in order, from the launching register on --
cell and delay [ns]:
dfrtp_1 0.40, nor3b_2 0.53, and3b_1 0.66, buf_4 0.30, a22oi_1 0.10, o221ai_1 0.24, clkdlybuf4s50_1 0.51
-- kinds of logic after synthesis --
kind of cell    count (synthesis)  synth area share
flops                          64             0.376
compound gates                110             0.207
mux                            66             0.166
simple gates                  106             0.146
fa+ha+maj                       1           0.00294
buf+inv                        40            0.0435
xor+xnor                       28            0.0576
-- worst paths after layout --
path / cells after the start / to
setup / recovery: 6 / wb_data[20]
max in group asynchronous: 2 / ex_pc[26]
min in group asynchronous: 1 / ex_pc[15]
hold / removal: 1 / ex_instr[0]
hold reg to reg: 1 / ex_instr[0]
setup reg to reg: 2 / ex_instr[18]
-- synth_stat cells (6+ instances only) --
library cell  count  area share
dfrtp_1          64        0.38
a22oi_1          47       0.083
nor2_1           40       0.035
mux2_2           38        0.10
mux2i_1          28       0.066
xor2_1           23       0.047
clkbuf_1         20       0.018
nand3_1          18       0.021
o221ai_1         17       0.035
nand2_1          12       0.011
a22o_1           11       0.023
buf_2            10       0.012
o21ai_0          10       0.012
a222oi_1          9       0.021
nor2b_1           7       0.010
buf_4             6       0.011
nand4_1           6      0.0088
-- metrics by stage --
step	hold WS, ns	utilization
floorplan	0.439	-
global placement	0.476	0.347
detailed placement	0.483	0.347
CTS	0.498	0.360
global route	0.547	0.360
finish	0.494	0.360
-- routing by layer --
metal / part of all wire / vias up
li1: - / 2198
met1: 0.42 / 2295
met2: 0.49 / 190
met3: 0.079 / 24
met4: 0.017 / 0
met5: 0 / -
-- state kept, by name, summed over array words and instances, names as in the netlist --
signal,count
ex_instr,32
ex_pc,32
-- where the power goes --
part / total [mW] / switching, mW / internal (mW)
sequential: 0.667 / 0.0845 / 0.583
clock: 0.624 / 0.262 / 0.362
combinational: 0.562 / 0.192 / 0.370
total: 1.85 / 0.539 / 1.31
No activity file was given, so power comes from the tool's default toggle rates.
